**config.mk**
```make
export PLATFORM = sky130hd
export DESIGN_NAME = pcsrc
export DESIGN_NICKNAME = pcsrc
export VERILOG_FILES = /design/flow/design.v
export SDC_FILE = /design/flow/constraint.sdc
export NUM_CORES = 4
export LEC_CHECK = 1
export CORE_AREA = 10 10 114 114
export DIE_AREA = 0 0 124 124
```
**constraint.sdc**
```tcl
current_design pcsrc

set clk_period 1.8
set clk_io_pct 0.2

create_clock -name clk0 -period $clk_period

set non_clock_inputs [all_inputs -no_clocks]
set_input_delay [expr $clk_period * $clk_io_pct] -clock clk0 $non_clock_inputs
set_output_delay [expr $clk_period * $clk_io_pct] -clock clk0 [all_outputs]
```
**design.v**
```verilog
module pcsrc(
    input wire [2:0] pcsrc_selector,
    input wire [31:0] ULAresult,                             
    input wire [31:0] conc_SL26_PC_output,                   
    input wire [31:0] RegULAout,                             
    input wire [31:0] EPC_output,                            
    input wire [31:0] sign_extend8_32_output,                
    output wire [31:0] PCSrc_output
);
    assign PCSrc_output = pcsrc_selector[2] ? sign_extend8_32_output : (pcsrc_selector[1] ? (pcsrc_selector[0] ? EPC_output : RegULAout) : (pcsrc_selector[0] ? conc_SL26_PC_output : ULAresult));
endmodule
```
**run.sh**
```bash
#!/bin/bash
# OpenROAD 26Q1-2900-gdf79404cd8, Yosys 0.63+post, stock flow scripts
make -C /OpenROAD-flow-scripts/flow DESIGN_CONFIG=/design/flow/config.mk WORK_HOME=/design/flow/orfs finish
```
==> results_dict.tcl <==
# place-and-route summary
set metrics [dict create \
    status "finished, final reports clean" \
    grtUsageTotal_pct 10.0 \
    cp_max_fo 11 \
    combPwrFrac_pct 100.0 \
    leakage_nw 1.50 \
    std_cell_rows 37 \
    cp-startpoint "pcsrc_selector[2]" \
    finalCritPeriodShare_pct 99.4 \
    antenna_found_initial 0 \
    antennaDiodeCount 0 \
    mostFrequentLayoutCells "158 x clkdlybuf4s50_1, 32 x inv_1, 30 x mux2i_1" \
    max_cap_viol_count 0 \
    hold_start "pcsrc_selector[2]" \
    cp-end-kind "output port" \
    warning_count 33 \
    drt_via_density 4.17 \
    critPathLaunchType "input port" \
    report.final.hold_viol_count 0 \
    wl_per_cell_um 16.7 \
    core_area_mm2 0.0104 \
    globalplace.congestion 0.845 \
    setup_slack_ns 0.0109 \
    syn-instance-count 183 \
    hold_path_class "input port to output port" \
    post-route-min-period_ns 1.79 \
    final_util_pct 35.0 \
    total_power_uw 789 \
    dpl.cell_count 511 \
    placement.setup.worst_slack_ns -0.564 \
    dr_total_vias 2137 \
    holdWs_ns 1.24 \
    buffer_ports.inserted 195 \
    clock_tree_buffer_count_of_the_final_layout 0 \
    timing.slew.headroom_pct 78.7 \
    grt_pass1_wl_um 12500 \
    critical_path_required_ns 1.44 \
    via_count_of_the_first_global_routing_pass 2352 \
    yosys.stat.chipArea_mm2 0.00142 \
    die-width_um 124 \
    layout.area.seq_um2 0 \
    maxSlewViolCount 0 \
    pin_count_of_the_biggest_net_entering_global_routing 27 \
    fraction_of_layout_cells_with_a_size_suffix_above_1_pct 25.7 \
    peakVddDrop_mv 0.0751 \
    number_of_unique_standard_cell_types_used_by_synthesis 14 \
    n_sequential_cell 0 \
    layout_top_cell_excl_fill_tap "clkdlybuf4s50_1" \
    timing.final.setup_violations 0 \
    fmaxAchievable_mhz 559 \
    drt-initial-drc-count 73 \
    cellPowerDensity_mw_per_mm2 216 \
    ys_cells 183 \
    drc 0 \
    sequentialPowerShare_pct 0 \
    finalNonFillerCells 513 \
    postRouteAntennaNets 0 \
    worst_ep_arrival_ns 1.43 \
    dr.pass1.iters 3 \
    fp_util_pct 13.6 \
    p_sw_share_pct 31.4 \
    setup_repair_after_global_routing_missed_its_margin "yes" \
    die_h_um 124 \
    switching_power_uw 248 \
    route.final.wire_length_um 8540 \
    synth_area_mm2 0.00142 \
    worstMarginPinSlew_ns 0.320 \
    chip_area_mm2 0.0154 \
    area_overhead_of_the_layout_relative_to_synthesis_pct 157 \
    syn_area_per_cell_um2 7.75 \
    globalRoute.totalOverflow 0 \
    ys_warn_count 0 \
    p_int_uw 541 \
    dp.final_hpwl_um 7400 \
    ys_seq_share_pct 0 \
    pin_count 195 \
    power.share.clock_pct 0 \
    timing_worst_setup_path_type "input port to output port" \
]
## final cells by class
class | count | area (µm²)
Fill cell | 1084 | 6770
Inverter | 32 | 120
Multi-Input combinational cell | 130 | 1310
Tap cell | 136 | 170
Timing Repair Buffer | 215 | 2050
## path summary, 6_finish.rpt
check	slack [ns]	cells past startpoint	to
max	0.01	7	PCSrc_output[24]
min	1.24	4	PCSrc_output[2]
## synth_stat cells
cell type / instances / area, µm²
a221oi_2: 13 / 195
buf_4: 4 / 30.0
a221oi_1: 19 / 166
nor2b_1: 32 / 200
nor2_1: 1 / 3.75
buf_6: 5 / 56.3
mux2i_1: 32 / 320
clkbuf_1: 2 / 7.51
buf_2: 8 / 40.0
inv_1: 32 / 120
nand2b_4: 1 / 13.8
buf_12: 1 / 20.0
buf_1: 1 / 3.75
a211oi_1: 32 / 240
## stage by stage
step,area (µm²),TNS [ns]
finish,3650,0
global placement,3580,-16.49
global route,3650,-0.186
detailed placement,3580,-16.49
CTS,3640,0
floorplan,1420,0
## timing repair
| item | in CTS | in global routing |
|---|---|---|
| buffers inserted | 2 | 0 |
| hold buffers | 0 | 0 |
| cloned | 0 | 0 |
| setup endpoints to repair | 32 | 29 |
| pin swaps | 6 | 2 |
| gates resized | 84 | 47 |
## routing by layer
metal  global-route usage [%]  vias to the layer above  part of all wire [%]
li1                         -                     1079                     -
met1                     11.4                      949                    39
met2                     18.0                      107                    48
met3                     4.09                        2                    12
met4                    0.288                        0                  0.32
met5                        0                        -                     0
## worst max-delay path, cell delays in order
cell	delay (ns)
buf_2	0.12
nand2b_4	0.15
buf_12	0.15
buf_4	0.15
a211oi_2	0.18
a221oi_2	0.05
dlygate4sd2_1	0.26
## power groups by stage
stage / combinational, mW / clock (mW) / sequential (mW)
4_1_cts: 0.795 / 0 / 0
5_1_grt: 0.855 / 0 / 0
6_report: 0.789 / 0 / 0
## cells by family (layout without fill, tap and decap cells)
| logic type | Yosys count | in the layout | share of synthesized area [%] |
|---|---|---|---|
| AND-OR/OR-AND | 64 | 64 | 42.5 |
| buffers and inverters | 53 | 247 | 19.6 |
| multiplexers | 32 | 32 | 22.6 |
| AND/OR/NAND/NOR | 34 | 34 | 15.4 |
Power and IR drop assume default switching activity.
