File: flow/config.mk
export PLATFORM = sky130hd
export DESIGN_NAME = mem_to_reg
export DESIGN_NICKNAME = mem_to_reg
export VERILOG_FILES = /design/flow/design.v
export SDC_FILE = /design/flow/constraint.sdc
export NUM_CORES = 4
export LEC_CHECK = 1
export CORE_AREA = 10 10 145 145
export DIE_AREA = 0 0 155 155
File: flow/constraint.sdc
current_design mem_to_reg

set clk_period 1.9
set clk_io_pct 0.2

create_clock -name clk0 -period $clk_period

set non_clock_inputs [all_inputs -no_clocks]
set_input_delay [expr $clk_period * $clk_io_pct] -clock clk0 $non_clock_inputs
set_output_delay [expr $clk_period * $clk_io_pct] -clock clk0 [all_outputs]
File: flow/design.v
module mem_to_reg(
    input wire [3:0] MEMtoREG_SELETOR,
    input wire [31:0] ULA_output,          
    input wire [31:0] sign_extend1_32_output,  
    input wire [31:0] shift_reg_output,    
    input wire [31:0] HI_output,  
    input wire [31:0] LO_output,      
    input wire [31:0] SL_16to32_output,               
    input wire [31:0] LScontrol_output,                  
    input wire [31:0] excpCtrl2_output,                  
    output reg [31:0] MEMtoREG_output
);
    assign MEMtoREG_output = MEMtoREG_SELETOR[2] ? (MEMtoREG_SELETOR[1] ? (MEMtoREG_SELETOR[0] ? excpCtrl2_output : LScontrol_output) : (MEMtoREG_SELETOR[0] ? SL_16to32_output : LO_output)) : (MEMtoREG_SELETOR[1] ? (MEMtoREG_SELETOR[0] ? HI_output : shift_reg_output) : (MEMtoREG_SELETOR[0] ? sign_extend1_32_output : ULA_output));
endmodule
File: flow/run.sh
#!/bin/bash
# OpenROAD 26Q1-2900-gdf79404cd8, Yosys 0.63+post, stock flow scripts
make -C /OpenROAD-flow-scripts/flow DESIGN_CONFIG=/design/flow/config.mk WORK_HOME=/design/flow/orfs finish
==> run summary <==
flow finished, numbers: status=complete, but fails checks, failing checks=setup timing, clk_buf instances=0, Worst setup endpoint=MEMtoREG_output[1], Least-Margin Pin Slew=0.190 ns, Synth top area share=50.7%, adder-cell area share of the yosys netlist=0%, vias in the first global route=2967, Core Area=0.0180 mm2, Final Core Density=29.2%, global routing usage on met1=13.7%, Hold Fails Final Rpt=0, area fraction in xor and xnor cells=0%, syn_area_per_cell=18.2 um2, chip area=0.0240 mm2, Reg area=0 um2, grt met3 use=4.51%, Ant. Diodes=0, PD cells=216 mW/mm2, Core Util at FP=11.5%, remaining antenna violation count=0, P_leak=2.41 nW, Log Warnings=35, Global Route met2 Usage=19.0%, fin worst setup slack=-0.110 ns, Basic Gates by Area=0%, startpoint types=input pin, via count=2589, synth cell count leaders=mux4_1, mux2_2, mux4_2, yosys cell count=114, largest net degree at the start of global routing=27, Via density=4.06, fin cells=638, Multiplexer share=94.1%, final setup vio count=31, die x size=155 um, TNS Setup=-1.66 ns, Top Usage Layer GRT=met2, Complex Gates by Area=0%, die height=155 um, worst-path fanout max=1, Final Max Tran Viols=0, crit path launch=LScontrol_output[1], post-synthesis chip area from yosys=0.00207 mm2, num rows=49, CP Data Required Time=1.52 ns, Detailed Route WL=14.2 mm, dpl cells=625, number of port buffers=291, RePlAce Congestion=0.898, WL per Instance=22.2 um, yosys warns=1, top-count cell post-synth=mux4_1, Slew HR=87.3%, first-pass GRT wire length=20.2 mm, RSZ-0062 raised after global routing=true, number of remaining DRC errors=0, final worst path period share=106%, pre-CTS WS=-0.606 ns, Final Hold Slack=1.33 ns, initial antenna violation count=0, WP data arrival=1.63 ns, Netlist cell types=7, crit end category=output pin, GRT overflow=0, Post-DP HPWL=11.2 mm, layout cells sized above 1=37.4%, drt first pass iters=4, Synth logic family=multiplexers, Setup CP Type=input pin to output pin, FFs & Latches=0, maximum clock frequency=0.498 GHz, register area share after synthesis=0%, Area contributors post-synth=mux4_1, mux4_2, mux2_2, synthesized cell area=0.00207 mm2, VDD IR max=0.0908 mV, CTS Hold Bufs=0, class of the worst hold path=input pin to output pin, Top Ports=292, Iteration-0 DRC Markers=110, all-layer global routing usage=11.1%, synth-to-layout area growth=153%, cell type with the largest total area=mux4_1, Tmin final=2.01 ns, Max-Cap Viols=0, cells after synthesis=114
-- worst min-delay path by stage --
stage	start	endpoint	slack [ns]	cells past startpoint
4_1_cts	MEMtoREG_SELETOR[1]	MEMtoREG_output[13]	1.34	4
5_1_grt	MEMtoREG_SELETOR[1]	MEMtoREG_output[29]	1.36	4
6_report	MEMtoREG_SELETOR[1]	MEMtoREG_output[24]	1.33	4
-- routing by layer --
layer | wire [um] | vias to the layer above
li1 | - | 1147
met1 | 5150 | 1272
met2 | 7450 | 162
met3 | 1510 | 8
met4 | 55 | 0
met5 | 0 | -
-- layout make-up --
class / count / area [um2]
fill: 1897 / 12700
multi-input combinational: 96 / 1920
tap: 229 / 287
timing repair buffer: 313 / 3030
-- cells in the final DEF, fill, tap and decap left out, drive strengths merged --
master,count
clkdlybuf4s50,9
mux2,32
dlygate4sd2,247
mux4,64
buf,57
-- power by group --
part	total, mW	switching (mW)	internal, mW
Sequential	0	0	0
Combinational	1.13	0.306	0.824
Clock	0	0	0
-- cell families after synthesis --
group                  Yosys count
buffers and inverters           18
muxes                           96
-- repair_timing --
action | CTS | global route
setup buffers | 5 | 0
gates resized | 462 | 4
setup endpoints to repair | 32 | 32
cloned | 8 | 0
-- critical path, cell delays in order --
cell and delay [ns]:
clkdlybuf4s50_1 0.40, mux4_2 0.45, mux2_4 0.28, buf_6 0.12
-- per-stage QoR --
stage | instance area (um2) | power, mW
after floorplan | 2070 | 0.366
after global placement | 5280 | 1.14
after detailed placement | 5280 | 1.14
after CTS | 5220 | 1.14
after global routing | 5240 | 1.21
final | 5240 | 1.13
Power and IR drop assume default switching activity.
